==> ./design.v <==
`timescale 1ns / 1ps
module endpoint_lookup_debug (
    input  wire         clk,
    input  wire         rstn,
    input  wire [31:0]  dst_ip,         
    input  wire         lookup_valid,
    output reg          lookup_ready,
    output reg          lookup_done,
    output reg          lookup_hit,
    output reg          lookup_error,
    output reg [47:0]   dst_mac,
    output reg [47:0]   src_mac,
    output reg          bram_en,
    output reg [3:0]    bram_we,        
    output reg [31:0]   bram_addr,
    output reg [31:0]   bram_din,       
    input  wire [31:0]  bram_dout
);
    localparam [2:0] S_IDLE       = 3'd0;
    localparam [2:0] S_READ_SRC_L = 3'd1;
    localparam [2:0] S_READ_SRC_H = 3'd2;
    localparam [2:0] S_READ_DST_L = 3'd3;
    localparam [2:0] S_READ_DST_H = 3'd4;
    localparam [2:0] S_DONE       = 3'd5;
    reg [2:0] state;
    reg [31:0] src_mac_low;
    reg [31:0] dst_mac_low;
    always @(posedge clk) begin
        if (!rstn) begin
            state        <= S_IDLE;
            lookup_ready <= 1'b0;
            lookup_done  <= 1'b0;
            lookup_hit   <= 1'b0;
            lookup_error <= 1'b0;
            dst_mac      <= 48'h0;
            src_mac      <= 48'h0;
            bram_en      <= 1'b0;
            bram_we      <= 4'b0000;
            bram_addr    <= 32'b0;
            bram_din     <= 32'b0;
        end else begin
            lookup_done <= 1'b0;
            bram_en     <= 1'b0;  
            bram_we     <= 4'b0;  
            case (state)
                S_IDLE: begin
                    lookup_ready <= 1'b1;
                    if (lookup_valid) begin
                        lookup_ready <= 1'b0;
                        bram_en   <= 1'b1;
                        bram_addr <= 32'd0; 
                        state     <= S_READ_SRC_L;
                    end
                end
                S_READ_SRC_L: begin
                    bram_en   <= 1'b1;
                    bram_addr <= 32'd4;
                    state     <= S_READ_SRC_H;
                end
                S_READ_SRC_H: begin
                    src_mac_low <= bram_dout;
                    bram_en   <= 1'b1;
                    bram_addr <= 32'd8;
                    state     <= S_READ_DST_L;
                end
                S_READ_DST_L: begin
                    src_mac <= {bram_dout[15:0], src_mac_low};
                    bram_en   <= 1'b1;
                    bram_addr <= 32'd12;
                    state     <= S_READ_DST_H;
                end
                S_READ_DST_H: begin
                    dst_mac_low <= bram_dout;
                    state <= S_DONE;
                end
                S_DONE: begin
                    dst_mac <= {bram_dout[15:0], dst_mac_low};
                    lookup_done  <= 1'b1;
                    lookup_hit   <= 1'b1;  
                    lookup_error <= 1'b0;
                    state <= S_IDLE;
                end
                default: state <= S_IDLE;
            endcase
        end
    end
endmodule
==> ./run.sh <==
#!/bin/bash
# OpenROAD 26Q1-2900-gdf79404cd8, Yosys 0.63+post, stock flow scripts
make -C /OpenROAD-flow-scripts/flow DESIGN_CONFIG=/design/flow/config.mk WORK_HOME=/design/flow/orfs finish
==> ./config.mk <==
export PLATFORM = sky130hd
export DESIGN_NAME = endpoint_lookup_debug
export DESIGN_NICKNAME = endpoint_lookup_debug
export VERILOG_FILES = /design/flow/design.v
export SDC_FILE = /design/flow/constraint.sdc
export NUM_CORES = 4
export LEC_CHECK = 1
export CORE_UTILIZATION = 30
==> ./constraint.sdc <==
current_design endpoint_lookup_debug

set clk_period 3.1
set clk_io_pct 0.2

create_clock -name clk0 -period $clk_period [get_ports {clk}]

set non_clock_inputs [all_inputs -no_clocks]
set_input_delay [expr $clk_period * $clk_io_pct] -clock clk0 $non_clock_inputs
set_output_delay [expr $clk_period * $clk_io_pct] -clock clk0 [all_outputs]
==> qor.csv <==
metric,value,unit
die height,146,um
"Avg Cell Area, Syn",12.9,um2
ANT cells,0,
slowest CP cell,clkdlybuf4s50_1,
"Chip Area, Yosys",6220,um2
Clock Skews,0.00959,ns
first-pass GRT wire length,19600,um
hold path cells,2,
Crit Path Max Fanout,2,
total gr overflow,0,
die footprint,21300,um2
worst r2r src,state[5],
# setup viols final,0,
Worst-Skew Late Latency,0.41,ns
I/O Buffers,136,
maximum vdd drop,342,uV
hold crit path type,reg2reg,
post-CTS sizing,0,
Max Transition Viols Final,0,
vias in the first global route,3563,
1st-iter DRT viols,107,
CP Capture Type,output pin,
critical-path cell list,clkdlybuf4s50_1,
# DRC,0,
Comb power frac,3.6,%
final critical-path share of the clock period,61.0,%
crit path buf inv count,1,
largest net degree at the start of global routing,103,
fraction of layout cells with a size suffix above 1,6.49,%
Yosys cell types,23,
R2R Path End,src_mac[24],
row cnt,52,
unrepaired setup endpoints after global routing,false,
grt met2 use,19.0,%
DR WL/cell,13.4,um
Reg2Reg Setup Slack,1.47,ns
min Tclk post-route,1.89,ns
core area,20300,um2
root buffer cell,clkbuf_16,
ANT nets after route,0,
Max stage delay on crit path,0.52,ns
yosys stat cell total,483,
gp weighted congestion,0.773,
Syn Inst Count,483,
DR pass1 iterations,4,
total via count in the routed design,3637,
Clock Path Buffers,2,
Worst Setup Start Kind,flop,
Syn. warnings,1,
OpenROAD warnings,59,
crit path DRT,2.48,ns
CTS Buf Count,17,
worst r2r path cells,3,
M3 GR Usage,4.19,%
layer with the highest usage,met2,
GR Util All Layers,12.1,%
placed inst area,7580,um2
Hold Path End,lookup_hit,
worst rel slew slack,46.4,%
clock sinks,172,
status,completed,
initial antenna violation count,0,
die width,146,um
io pins,236,
total negative setup slack,0,ns
register share after synthesis,65.6,%
internal power,3580,uW
post-CTS setup buffers,0,
clock share of power,44.1,%
Post-synth regs,172,
clock slew at reported path FFs,0.06,ns
met1 Use GR,17.3,%
Detailed Place HPWL,7550,um
NetSw,987,uW
Top Family by Delay on Critical Path,buffers and inverters,
final wirelength,12000,um
Min-Delay Startpoint,lookup_hit,
FP Core Util,30.6,%
"Design Area, Final",8150,um2
critical path arrival,1.27,ns
mapped cell area,6220,um2
final count of hold timing violations,0,
Vias per Instance,4.03,
max cap viols,0,
Static Leak,0.00282,uW
Layout area overhead,31.0,%
hold_buf cts,0,
Max Freq,0.529,GHz
CP Class,reg2out,
htree depth,4,
Worst Tran Pin Value,0.803,ns
Sequential Power Share,52.3,%
CTS tree,yes,
pwr/cell area,561,nW/um2
Switching Share,21.6,%
[layer usage]
layer / vias to the layer above / part of all wire, %
li1: 1761 / -
met1: 1739 / 44
met2: 130 / 47
met3: 7 / 7.5
met4: 0 / 0.91
met5: - / 0
[cell usage after synthesis]
| cell | n | share of area, % |
|---|---|---|
| o221ai_1 | 2 | 0.28 |
| buf_2 | 9 | 0.72 |
| a31oi_1 | 1 | 0.10 |
| buf_8 | 1 | 0.24 |
| nor2b_1 | 1 | 0.10 |
| buf_6 | 1 | 0.18 |
| nand3_1 | 2 | 0.16 |
| dfxtp_1 | 108 | 35 |
| inv_2 | 1 | 0.060 |
| edfxtp_1 | 64 | 31 |
| nand2b_1 | 1 | 0.10 |
| buf_12 | 1 | 0.32 |
| buf_4 | 75 | 9.1 |
| inv_1 | 3 | 0.18 |
| a211o_1 | 1 | 0.14 |
| a21boi_0 | 2 | 0.24 |
| nand2_1 | 2 | 0.12 |
| clkbuf_1 | 3 | 0.18 |
| nor2_1 | 104 | 6.3 |
| and2_1 | 3 | 0.30 |
| conb_1 | 1 | 0.060 |
| mux2i_1 | 96 | 15 |
| o21ai_0 | 1 | 0.080 |
[final cells by class]
type	count	area (um2)
inverters	4	16.3
clock buffers	18	429
flip-flops and latches	172	4090
repair buffers	141	1420
fillers	1907	12200
multi-input cells	283	1710
clock inverters	14	136
well taps	270	338
[through the flow]
step / total power, uW / util, % / instances / hold WS (ns) / setup slack (ns)
global route: 4770 / 40.1 / 902 / 0.506 / 1.15
finish: 4570 / 40.1 / 902 / 0.478 / 1.21
CTS: 4650 / 40.1 / 902 / 0.479 / 1.18
global placement: 2610 / 37.4 / 870 / 0.452 / 0.788
floorplan: 2550 / - / 549 / 0.416 / 0.333
detailed placement: 2610 / 37.4 / 870 / 0.464 / 0.777
[state kept, by name, summed over array words and instances (netlist names)]
signal	count
lookup_ready	1
src_mac_low	32
state	6
dst_mac_low	32
lookup_hit	1
lookup_done	1
dst_mac	48
bram_en	1
bram_addr	2
src_mac	48
[cells by family (layout without fill, tap and decap cells)]
family | count (synthesis) | after routing | synth area share, %
DFF | 172 | 172 | 65.6
and+or+nand+nor | 113 | 113 | 7.06
muxes | 96 | 96 | 15.4
buffers and inverters | 94 | 177 | 10.9
AOI/OAI and AO/OA | 7 | 7 | 0.845
other | 1 | 67 | 0.0603
[how the worst max path moves through the flow]
stage,slack (ns),endpoint,startpoint,cells past startpoint
6_report,1.21,src_mac[7],src_mac[7],1
4_1_cts,1.18,src_mac[7],src_mac[7],1
5_1_grt,1.15,dst_mac[10],dst_mac[10],1
[layout by cell type (no fill, tap or decap), drive strengths merged, types with 3 or more instances in the layout]
master and instances:
clkdlybuf4s50 136, dfxtp 108, nor2 104, mux2i 96, conb 67, edfxtp 64, clkbuf 18, inv 8
clkinv 7, buf 5, and2 3
[power by group through the flow]
stage | clock network [uW] | registers [uW] | logic [uW]
final | 2020 | 2390 | 164
after global routing | 2200 | 2390 | 183
after CTS | 2090 | 2390 | 169
Power figures rest on the tool's default switching activity, not on a simulated workload.
