===== flow/config.mk =====
export PLATFORM = sky130hd
export DESIGN_NAME = eth_pkt_gen
export DESIGN_NICKNAME = eth_pkt_gen
export VERILOG_FILES = /design/flow/design.v
export SDC_FILE = /design/flow/constraint.sdc
export NUM_CORES = 4
export LEC_CHECK = 1
export CORE_AREA = 10 10 70 70
export DIE_AREA = 0 0 80 80

===== flow/constraint.sdc =====
current_design eth_pkt_gen

set clk_period 1.5
set clk_io_pct 0.2

create_clock -name clk0 -period $clk_period [get_ports {aclk}]

set non_clock_inputs [all_inputs -no_clocks]
set_input_delay [expr $clk_period * $clk_io_pct] -clock clk0 $non_clock_inputs
set_output_delay [expr $clk_period * $clk_io_pct] -clock clk0 [all_outputs]

===== flow/design.v =====
module eth_pkt_gen#(
    parameter MAC_ADDR = 48'h00_0A_35_01_02_03
)(
    input  wire         aclk,
    input  wire         aresetn,
    input  wire [31:0]  s_axis_tdata,
    input  wire [3:0]   s_axis_tkeep,
    input  wire         s_axis_tvalid,
    input  wire         s_axis_tlast,
    output wire         s_axis_tready,
    output wire  [31:0] m_axis_tdata,
    output wire  [3:0]  m_axis_tkeep,
    output wire         m_axis_tvalid,
    output wire         m_axis_tlast,
    input  wire         m_axis_tready,
    output wire  [31:0] m_axis_txc_data,
    output wire  [3:0]  m_axis_txc_keep,
    output wire         m_axis_txc_valid,
    output wire         m_axis_txc_last,
    input  wire         m_axis_txc_ready
);
    localparam IDLE         = 2'b00;
    localparam SEND_CONFIG  = 2'b01;
    localparam STREAM_DATA  = 2'b10;
    reg [1:0]   rFSMcurr, wFSMnext;
    reg [2:0]   config_count;   
    always @(posedge aclk) begin
        if (!aresetn) rFSMcurr <= IDLE;
        else          rFSMcurr <= wFSMnext;
    end
    always @(*) begin
        wFSMnext = rFSMcurr;
        case (rFSMcurr)
            IDLE: begin
                if (s_axis_tvalid)
                    wFSMnext = SEND_CONFIG;
            end
            SEND_CONFIG: begin
                if (m_axis_txc_ready && (config_count == 3'd5))
                    wFSMnext = STREAM_DATA;
            end
            STREAM_DATA: begin
                if (m_axis_tvalid && m_axis_tready && m_axis_tlast)
                    wFSMnext = IDLE;
            end
            default: wFSMnext = IDLE;
        endcase
    end
    assign m_axis_txc_valid = (rFSMcurr == SEND_CONFIG);
    assign m_axis_txc_last  = (rFSMcurr == SEND_CONFIG) && (config_count == 3'd5);
    assign m_axis_txc_keep  = 4'hF;
    reg [31:0] mux_txc_data;
    always @(*) begin
        case(config_count)
            3'd0: mux_txc_data = 32'hA0000000;  
            default: mux_txc_data = 32'h00000000;
        endcase
    end
    assign m_axis_txc_data = mux_txc_data;
    always @(posedge aclk) begin
        if (!aresetn) begin
            config_count <= 3'd0;
        end else begin
            if (rFSMcurr == IDLE) begin
                config_count <= 3'd0;
            end
            else if (rFSMcurr == SEND_CONFIG) begin
                if (m_axis_txc_valid && m_axis_txc_ready) begin
                    if (config_count == 3'd5) config_count <= 3'd0;
                    else config_count <= config_count + 1'b1;
                end
            end
        end
    end
    assign m_axis_tdata  = s_axis_tdata;
    assign m_axis_tkeep  = s_axis_tkeep;
    assign m_axis_tlast  = s_axis_tlast;
    assign m_axis_tvalid = (rFSMcurr == STREAM_DATA) ? s_axis_tvalid : 1'b0;
    assign s_axis_tready = (rFSMcurr == STREAM_DATA) ? m_axis_tready : 1'b0;
endmodule

===== flow/run.sh =====
#!/bin/bash
# OpenROAD 26Q1-2900-gdf79404cd8, Yosys 0.63+post, stock flow scripts
make -C /OpenROAD-flow-scripts/flow DESIGN_CONFIG=/design/flow/config.mk WORK_HOME=/design/flow/orfs finish

==> results.tsv <==
metric	value	unit
wire_per_inst	10.7	um
critPathLaunchType	register	
antenna_left	0	
yosys_area	863	um2
finalCritPeriodShare	0.970	
yosysWarnings	1	
clock_latency	0.25	ns
status	finished clean	
p_switching	0.0921	mW
arrival	1.16	ns
area_growth_syn_to_layout	-18.4	%
route.detailed.drc	0	
power_density	544	nW/um2
power	0.383	mW
syn_inst	107	
clockBufferDepth	2	
gr-total-overflow	0	
vias	449	
required	1.20	ns
power.clock.fraction	0.405	
synth_flop_count	6	
min_period	1.46	ns
critPathMaxFanout	5	
final-max-slew-violation-count	0	
core_area	3420	um2
warnings	25	
grt_pass1_vias	471	
p_sw_frac	0.240	
reg2reg_slack	0.32	ns
hold_buffers	0	
routabilityCongestion	0.776	
p_leak	0.379	nW
drt_iter0_markers	11	
numCtsBuffers	3	
hp-class	reg -> reg	
crit_type	reg -> out	
viasPerCell	3.33	
finalWirelength	1440	um
rows	21	
clock-sinks	6	
n_antenna_cell	0	
synth_area_per_cell	8.07	um2
cts_tree	built	
clock.fmax	687	MHz
combPwrFrac	0.150	
drv_cap	0	
skew	0.000356	ns
gr-usage-all-layers	0.0392	
dieWidth	80	um
finalSetupTns	0	ns
cts.reportedPaths.clkPinSlew	0.05	ns
ios	119	
finalSetupViolCount	0	
yosys_cells	107	
io_buffers	12	
vdd_ir_drop_max	0.187	mV
antenna_found_initial	0	
cts_root_buffer	clkbuf_4	
die-area	6400	um2
cellInternalPower	0.291	mW
finalHoldViolations	0	
h-tree-depth	1	
dieHeight	80	um
grt_pass1_wl	2080	um
layout-drive-gt1-share	0.213	
rsz0062_at_grt	false	
fp_util	0.253	
crit_path_end_kind	output pin	
grt_max_degree	10	
sequentialPowerShare	0.445	
synth_seq_share	0.139	
yosysUniqueCellTypes	21	
synthesis.area	863	um2
dp_hpwl	1200	um
dr.pass1.iters	4	
-- final timing paths --
path	start	end	cells after the start
min	rFSMcurr[1]$_DFF_P_	rFSMcurr[1]$_DFF_P_	2
max	rFSMcurr[2]$_DFF_P_	m_axis_txc_valid	2
max reg2reg	config_count[2]$_SDFFE_PP0P_	config_count[1]$_SDFFE_PP0P_	3
min reg2reg	rFSMcurr[1]$_DFF_P_	rFSMcurr[1]$_DFF_P_	2
-- synth_stat cells (all sizes together) --
| cell type | number | area, um2 |
|---|---|---|
| a21bo | 1 | 10.0 |
| a21oi | 1 | 5.00 |
| and2 | 2 | 12.5 |
| and3 | 1 | 6.26 |
| and4b | 2 | 20.0 |
| buf | 73 | 552 |
| conb | 2 | 7.51 |
| dfxtp | 6 | 120 |
| mux2i | 2 | 20.0 |
| nand2 | 2 | 7.51 |
| nand2b | 1 | 6.26 |
| nand3 | 3 | 15.0 |
| nand3b | 4 | 30.0 |
| nand4 | 1 | 6.26 |
| nand4bb | 1 | 11.3 |
| nor3 | 1 | 5.00 |
| o21ai | 1 | 5.00 |
| o22ai | 1 | 6.26 |
| or2b | 1 | 7.51 |
| or4b | 1 | 10.0 |
-- final cells by class --
class,instances,area [um2]
multi-input combinational,60,322
clock buffer,3,22.5
sequential,6,125
timing repair buffer,20,178
fill,397,2710
tap,46,57.6
-- logic make-up (layout without fill, tap and decap cells) --
group,Yosys count,after routing,synth area share
other,2,34,0.00870
multiplexers,2,2,0.0232
buffers and inverters,73,23,0.639
flip-flops,6,6,0.139
AND-OR/OR-AND,4,4,0.0304
AND/OR/NAND/NOR,20,20,0.159
-- power by group through the flow --
| stage | Combinational, mW | Clock, mW | Sequential (mW) |
|---|---|---|---|
| 6_report | 0.0575 | 0.155 | 0.171 |
| 4_1_cts | 0.0608 | 0.161 | 0.170 |
| 5_1_grt | 0.0671 | 0.175 | 0.172 |
-- metrics by stage --
step / setup slack, ns / std cells / area, um2 / utilization / hold WS, ns
after global placement: -0.179 / 132 / 669 / 0.196 / 0.494
after global routing: 0.00179 / 135 / 704 / 0.206 / 0.515
final: 0.0446 / 135 / 704 / 0.206 / 0.493
after CTS: 0.00263 / 135 / 696 / 0.204 / 0.492
after floorplan: 0.494 / 139 / 983 / - / 0.439
after detailed placement: -0.180 / 132 / 669 / 0.196 / 0.495
-- cells in the final DEF (no fill, tap or decap) --
cell | Yosys | layout
nand4_1 | 1 | 1
mux2i_1 | 2 | 2
a21oi_1 | 1 | 1
o22ai_1 | 1 | 1
and3_1 | 1 | 1
dfxtp_1 | 6 | 2
dfxtp_2 | 0 | 4
clkdlybuf4s50_1 | 0 | 4
nand3_1 | 3 | 3
nand4bb_1 | 1 | 1
conb_1 | 2 | 34
dlymetal6s2s_1 | 0 | 2
or4b_1 | 1 | 1
buf_4 | 72 | 8
dlygate4sd2_1 | 0 | 6
and4b_1 | 2 | 2
nand2_1 | 2 | 2
nor3_2 | 0 | 1
nand3b_1 | 4 | 4
nand2b_1 | 1 | 1
a21bo_2 | 1 | 1
or2b_1 | 1 | 1
clkbuf_4 | 0 | 3
o21ai_0 | 1 | 1
and2_4 | 0 | 2
-- flip-flops by register name, summed over array words and instances (netlist names) --
name          flops
config_count      3
rFSMcurr          3
-- repair_timing --
| action | in CTS | in global routing |
|---|---|---|
| endpoints found under the setup margin | 6 | 3 |
| pin swaps | 2 | 1 |
| resized | 11 | 4 |
| buffers inserted | 0 | 0 |
-- critical path: stages (launching register included) --
cell             delay [ns]
dfxtp_2                0.32
buf_4                  0.13
clkdlybuf4s50_1        0.46
-- metal layers --
metal / share of wire / global-route usage
met3: 0.16 / 0.0295
met4: 0.033 / 0.0176
met5: 0 / 0
met1: 0.40 / 0.0446
met2: 0.40 / 0.0530
Power and IR drop assume default switching activity.
